File: design/flow/design.v
module fsm_using_function (
clock      ,  
reset      ,  
req_0      ,  
req_1      ,  
gnt_0      ,  
gnt_1
);
input   clock,reset,req_0,req_1;
output  gnt_0,gnt_1;
wire    clock,reset,req_0,req_1;
reg     gnt_0,gnt_1;
parameter SIZE = 3           ;
parameter IDLE  = 3'b001,GNT0 = 3'b010,GNT1 = 3'b100 ;
reg   [SIZE-1:0]          state        ; 
wire  [SIZE-1:0]          next_state   ; 
assign next_state = fsm_function(state, req_0, req_1);
function [SIZE-1:0] fsm_function;
  input  [SIZE-1:0]  state ;
  input    req_0 ;
  input    req_1 ;
  case(state)
    IDLE : if (req_0 == 1'b1) begin
                 fsm_function = GNT0;
               end else if (req_1 == 1'b1) begin
                 fsm_function = GNT1;
               end else begin
                 fsm_function = IDLE;
               end
    GNT0 : if (req_0 == 1'b1) begin
                 fsm_function = GNT0;
           end
           else if (req_1== 1'b1) begin
             fsm_function = GNT1;
           end
           else begin
             fsm_function = IDLE;
           end
    GNT1 : if (req_1 == 1'b1) begin
                 fsm_function = GNT1;
               end
               else if (req_0== 1'b1) begin
                 fsm_function = GNT0;
               end
               else begin
                 fsm_function = IDLE;
               end
    default : fsm_function = IDLE;
   endcase
endfunction
always @ (posedge clock)
begin : FSM_SEQ
  if (reset == 1'b1) begin
    state <= IDLE;
  end else begin
    state <= next_state;
  end
end
always @ (posedge clock)
begin : OUTPUT_LOGIC
if (reset == 1'b1) begin
  gnt_0 <=  1'b0;
  gnt_1 <=  1'b0;
end
else begin
  case(state)
    IDLE : begin
                  gnt_0 <= 1'b0;
                  gnt_1 <= 1'b0;
               end
   GNT0 : begin
                   gnt_0 <= 1'b1;
                   gnt_1 <= 1'b0;
                end
   GNT1 : begin
                   gnt_0 <= 1'b0;
                   gnt_1 <= 1'b1;
                end
   default : begin
                    gnt_0 <= 1'b0;
                    gnt_1 <= 1'b0;
                  end
  endcase
end
end  
endmodule  
File: design/flow/run.sh
#!/bin/bash
# OpenROAD 26Q1-2900-gdf79404cd8, Yosys 0.63+post, stock flow scripts
make -C /OpenROAD-flow-scripts/flow DESIGN_CONFIG=/design/flow/config.mk WORK_HOME=/design/flow/orfs finish
File: design/flow/config.mk
export PLATFORM = sky130hd
export DESIGN_NAME = fsm_using_function
export DESIGN_NICKNAME = fsm_using_function
export VERILOG_FILES = /design/flow/design.v
export SDC_FILE = /design/flow/constraint.sdc
export NUM_CORES = 4
export LEC_CHECK = 1
export CORE_AREA = 10 10 70 70
export DIE_AREA = 0 0 80 80
File: design/flow/constraint.sdc
current_design fsm_using_function

set clk_period 1.0
set clk_io_pct 0.2

create_clock -name clk0 -period $clk_period [get_ports {clock}]

set non_clock_inputs [all_inputs -no_clocks]
set_input_delay [expr $clk_period * $clk_io_pct] -clock clk0 $non_clock_inputs
set_output_delay [expr $clk_period * $clk_io_pct] -clock clk0 [all_outputs]
==> summary.txt <==
run results: Yosys Chip Area=162.7 µm², die outline height=80 µm, worst rel slew slack=0.9025, Layout area overhead=85.38%, fin crit share=0.9546, global-route wire length before repair=607 µm, DIE WIDTH=80 µm, internal reg-to-reg setup slack=0.38 ns, initial drt markers=1, worst r2r dst=state[2], drt total wl=365 µm, GRT Resource Usage Total=0.01275, Crit-path slowest cell=dfxtp_1, I/O pin cnt=6, ys cells=13, Hold Path Sink=gnt_0, router iterations before antenna repair=2, Worst Setup Slack, final=0.04540 ns, crit path DAT=0.75 ns, Worst Hold Class=reg2reg, Setup CP Type=reg2out, gpl congestion=0.6411, Yosys cell types=8, via count=119, max-cap violation count=0, Worst R2R Path Depth=2, minimum clock period=0.9546 ns, Layout fillers=404, CP max stage delay=0.28 ns, most common logic cell in the routed design=dfxtp_1, critical path fanouts, max=1, Total Power=0.4808 mW, CTS clock-pin slew for the worst setup and hold paths=0.04 ns, Setup violations, final=0, Synth flops=5, Via density=1.725, latest clock arrival within the worst-skew pair=0.24 ns, RSZ-0062 raised after global routing=false, clock share of power=0.478, Final Max Slew Viols=0, Detail Route Antenna Nets=0, Max Buffers Root-to-Sink=2, Gate Area=62.56 µm², Hold Buf Count CTS=0, post-layout util=0.08828, post-CTS resize count=2, WL/cell=5.290 µm, Std-Cell Rows=21, Log Warnings=25, Reg2Reg Launch Point=state[2], Syn Std Cell Area=162.7 µm², P_leak=0.1150 nW, post-DP HPWL=311.7 µm, post-CTS setup buffer count=0, cells after synthesis=13, Flop area=100.1 µm², HP Start=state[2], hold path cells=1, DRC Markers=0, final hold slack=0.4764 ns, number of global-route vias before repair=132, core area=3416 µm², mean post-synth cell area=12.51 µm², H-tree depth=1, pre-CTS setup slack=-0.08292 ns, CP top delay family=flip-flops, Switch Pwr=0.09501 mW, sequential share of power=0.443, Bufs and invs on worst path=1, antenna violations before repair=0, worst path cell trace=dlygate4sd2_1, worst vdd ir=0.2688 mV, Comb pwr share=0.079, clock skew=0.0001332 ns, pin count of the biggest net entering global routing=6, CTS Root Buffer Type=clkbuf_4, crit end category=output pin, Port Buf Inserts=5, Top cells excl fill/tap=5 x dfxtp_1, 3 x clkbuf_4, 3 x clkdlybuf4s50_1, Synth Seq Share=0.6154, # diodes=0, status=complete, no violations, Sw Ratio=0.1976, TritonCTS clock tree=built, chip area=6400 µm², worst slew pin tran=0.1458 ns, Setup crit start kind=flip-flop, total internal power=0.3858 mW, maximum clock rate=1048 MHz, Overflow after GRT=0, CTS buffer count=3, CTS sink cnt=5, Fin. Hold Viols=0, Yosys Warn Count=1, layout cells sized above 1=0.3478, crit path DRT=0.80 ns, starting density of the core=0.04762, pwr dens=1594 nW/µm²
## worst register-to-register path, cell delays in order (launching register included)
cell and delay, ns:
dfxtp_1 0.30, nor2_1 0.14, a21oi_2 0.07
## cells in the mapped netlist
cell / instances / area [µm²]
nor2b_1: 1 / 6.260
dfxtp_1: 5 / 100.1
a21oi_2: 1 / 8.760
and2b_2: 2 / 17.52
nor2_1: 1 / 3.750
o21bai_1: 1 / 7.510
nor3b_2: 1 / 12.51
nand2b_1: 1 / 6.260
## per-stage QoR
stage | cells | cell area (µm²) | setup TNS, ns
final | 69 | 301.5 | 0
after floorplan | 13 | 162.7 | 0
after detailed placement | 65 | 277.8 | -0.2557
after CTS | 69 | 301.5 | 0
after global placement | 65 | 277.8 | -0.1406
after global routing | 69 | 301.5 | 0
## worst max-delay path by stage
stage          from  endpoint  depth (start not counted)
CTS           gnt_0     gnt_0                          1
finish        gnt_0     gnt_0                          1
global route  gnt_1     gnt_1                          1
## registers in the layout, indices dropped and copies added, names as in the netlist
name	cells
state	3
gnt_1	1
gnt_0	1
## power by group through the flow
stage | logic, mW | registers [mW] | clock network [mW]
finish | 0.0379 | 0.213 | 0.230
global route | 0.0415 | 0.214 | 0.263
CTS | 0.0382 | 0.213 | 0.239
## logic make-up (layout without fill, tap and decap cells)
group	count (synthesis)	count (layout)	share of synthesized area
and+or+nand+nor	6	6	0.2846
DFF	5	5	0.6154
AOI/OAI and AO/OA	2	2	0.1000
buffers and inverters	0	10	0
## metal layers
metal / GRT usage / vias up / routed length, µm
li1: - / 62 / -
met1: 0.01067 / 49 / 139
met2: 0.008828 / 8 / 81
met3: 0.02841 / 0 / 144
met4: 0.005282 / 0 / 0
met5: 0 / - / 0
## layout make-up
cell class | instances | share of cell area
flip-flops and latches | 5 | 0.3320
clock buffers | 4 | 0.08714
well taps | 46 | 0.1909
multi-input cells | 8 | 0.2075
repair buffers | 6 | 0.1826
Power is estimated from default activity; no workload was simulated.
